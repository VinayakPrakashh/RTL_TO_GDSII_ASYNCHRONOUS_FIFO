==> design/flow/design.v <==
module fifo_top (
    input wr_clk,
    input rd_clk,
    input wr_en,
    input rd_en,
    input wr_rst,
    input rd_rst,
    input [7:0] wr_data,
    output [7:0] rd_data,
    output  empty,
    output  full
);
wire [4:0] wr_addr_grey_sync, rd_addr_grey_sync;
wire [4:0] wr_addr_grey, rd_addr_grey;
wire [3:0] wr_addr, rd_addr;
fifo_full f(.wr_clk(wr_clk), .wr_en(wr_en), .wr_rst(wr_rst), .rd_ptr_addr_sync(rd_addr_grey_sync), .full(full), .wr_addr_grey(wr_addr_grey), .wr_addr_bin(wr_addr));
fifo_empty e(.rd_clk(rd_clk), .rd_en(rd_en), .rd_rst(rd_rst), .wr_ptr_addr_sync(wr_addr_grey_sync), .empty(empty), .rd_addr_grey(rd_addr_grey), .rd_addr_bin(rd_addr));
cdc_synchronizer wr_addr_sync(.clk(wr_clk), .rst(wr_rst), .in_data(rd_addr_grey), .out_data(rd_addr_grey_sync));
cdc_synchronizer rd_addr_sync(.clk(rd_clk), .rst(rd_rst), .in_data(wr_addr_grey), .out_data(wr_addr_grey_sync));
fifo_memory m(.clk(wr_clk), .rst(wr_rst), .wr_en(wr_en), .full(full), .wr_addr(wr_addr), .rd_addr(rd_addr), .wr_data(wr_data), .rd_data(rd_data));
endmodule
module fifo_full (
    input wr_clk,
    input wr_en,
    input wr_rst,
    input [4:0] rd_ptr_addr_sync,
    output reg full,
    output reg [4:0] wr_addr_grey,
    output  [3:0] wr_addr_bin
);
reg [4:0] wr_addr_bin_r;
reg full_r;
wire full_n;
wire [4:0] wr_addr_grey_next;
wire [4:0] wr_addr_binary_next;
always @(posedge wr_clk or negedge wr_rst) begin
    if(!wr_rst) begin
        wr_addr_bin_r <= 5'b0;
        wr_addr_grey <= 5'b0;
    end
    else begin
        wr_addr_bin_r <= wr_addr_binary_next;
        wr_addr_grey <= wr_addr_grey_next;
    end
end
assign wr_addr_bin = wr_addr_bin_r[3:0];  
assign wr_addr_binary_next = {wr_addr_bin_r+(!full_r & wr_en)};
assign wr_addr_grey_next = (wr_addr_binary_next >>1) ^ wr_addr_binary_next;
assign full_n         = ((wr_addr_grey_next[4]     != rd_ptr_addr_sync[4] ) &&
                         (wr_addr_grey_next[3]   != rd_ptr_addr_sync[3]) &&
                         (wr_addr_grey_next[2:0] == rd_ptr_addr_sync[2:0]))       ;                   
always @(posedge wr_clk or negedge wr_rst) begin
    if(!wr_rst) begin
        full <= 1'b0;
    end
    else begin
        full <= full_n;
    end
end
always @(posedge wr_clk or negedge wr_rst) begin
    if (!wr_rst) begin
        full_r <= 1'b0;
    end
    else begin
        full_r <= full_n;
    end
end
endmodule
module fifo_empty  (
    input rd_clk,
    input rd_en,
    input rd_rst,
    input [4:0] wr_ptr_addr_sync,
    output reg empty,
    output reg [4:0] rd_addr_grey,
    output  [3:0] rd_addr_bin
);
reg [4:0] rd_addr_bin_r;
reg empty_r;
wire empty_n;
wire [4:0] rd_addr_grey_next, rd_addr_bin_next;
always @(posedge rd_clk or negedge rd_rst) begin
    if(!rd_rst) begin
        rd_addr_bin_r <= 5'b0;
        rd_addr_grey <= 5'b0;
    end
    else begin
        rd_addr_bin_r <= rd_addr_bin_next;
        rd_addr_grey <= rd_addr_grey_next;
    end
end
assign rd_addr_bin = rd_addr_bin_r[3:0];  
assign rd_addr_bin_next = {rd_addr_bin_r+(!empty_r & rd_en)};
assign rd_addr_grey_next = (rd_addr_bin_next >>1) ^ rd_addr_bin_next;
assign empty_n = (rd_addr_grey_next == wr_ptr_addr_sync);  
always @(posedge rd_clk or negedge rd_rst) begin
    if(!rd_rst) begin
        empty <= 1'b1;
    end
    else begin
        empty <= empty_n;
    end
end
always @(posedge rd_clk or negedge rd_rst) begin
    if (!rd_rst) begin
        empty_r <= 1'b1;
    end
    else begin
        empty_r <= empty_n;
    end
end
endmodule
    module fifo_memory (
        input clk,
        input rst,
        input wr_en,
        input full,
        input [3:0] wr_addr,
        input [3:0] rd_addr,
        input [7:0] wr_data,
        output [7:0] rd_data
    );
    reg [7:0] mem [15:0];  
    wire wr_en_w1;
    assign wr_en_w1 = (!full & wr_en);  
    always @(posedge clk or negedge rst) begin
        if(!rst) begin
            mem[0] <= 8'b0;
            mem[1] <= 8'b0;
            mem[2] <= 8'b0;
            mem[3] <= 8'b0;
            mem[4] <= 8'b0;
            mem[5] <= 8'b0;
            mem[6] <= 8'b0;
            mem[7] <= 8'b0;
            mem[8] <= 8'b0;
            mem[9] <= 8'b0;
            mem[10] <= 8'b0;
            mem[11] <= 8'b0;
            mem[12] <= 8'b0;
            mem[13] <= 8'b0;
            mem[14] <= 8'b0;
            mem[15] <= 8'b0;
        end else begin
            if(wr_en_w1) begin
                mem[wr_addr] <= wr_data;  
            end
        end
    end
    assign rd_data = mem[rd_addr];  
    endmodule
module dff(
    input clk,
    input rst,
    input [4:0] wr_data,
    output reg [4:0] rd_data
);
always @(posedge clk or negedge rst) begin
    if(!rst) begin
        rd_data <= 5'b0;
    end else begin
        rd_data <= wr_data;
    end
end
endmodule
module cdc_synchronizer(
    input clk,
    input rst,
    input [4:0] in_data,
    output [4:0] out_data
);
wire [4:0] in_data_n;
dff dff_1(
    .clk(clk),
    .rst(rst),
    .wr_data(in_data),
    .rd_data(in_data_n)
);
dff dff_2(
    .clk(clk),
    .rst(rst),
    .wr_data(in_data_n),
    .rd_data(out_data)
);
endmodule
==> design/flow/run.sh <==
#!/bin/bash
# OpenROAD 26Q1-2900-gdf79404cd8, Yosys 0.63+post, stock flow scripts
make -C /OpenROAD-flow-scripts/flow DESIGN_CONFIG=/design/flow/config.mk WORK_HOME=/design/flow/orfs finish
==> design/flow/config.mk <==
export PLATFORM = sky130hd
export DESIGN_NAME = fifo_top
export DESIGN_NICKNAME = fifo_top
export VERILOG_FILES = /design/flow/design.v
export SDC_FILE = /design/flow/constraint.sdc
export NUM_CORES = 4
export LEC_CHECK = 1
export CORE_UTILIZATION = 30
==> design/flow/constraint.sdc <==
current_design fifo_top

set clk_period 3.7
set clk_io_pct 0.2

create_clock -name clk0 -period $clk_period [get_ports {rd_clk}]
create_clock -name clk1 -period $clk_period [get_ports {wr_clk}]

set non_clock_inputs [all_inputs -no_clocks]
set_input_delay [expr $clk_period * $clk_io_pct] -clock clk0 $non_clock_inputs
set_output_delay [expr $clk_period * $clk_io_pct] -clock clk0 [all_outputs]
==> CHANGELOG.md <==
## Implementation

- Leak Pwr: 0.00377 µW
- Setup crit end kind: primary output
- Worst Path Max Fanout: 21
- Fin. Hold Viols: 0
- Synthesized area per cell: 13.1 µm²
- Total Wirelength: 18.1 mm
- Dpl hpwl: 11.8 mm
- Avg Vias per Cell: 5.08
- Number of stages on the worst setup path: 6
- Pin count of the biggest net entering global routing: 81
- Dominant flop cell: dfrtp_1
- Synthesis Warnings: 5
- Final Wtd Congestion: 0.886
- Fraction of layout cells with a size suffix above 1: 32.7%
- Synth top area share: 55.5%
- Critical path's largest stage delay: 0.75 ns
- Tool warnings: 26
- Total I/O pin count: 24
- CTS tree: built
- Max-capacitance violation count: 0
- DRC: 0
- WS Path Type: reg2out
- Initial DRT Pass Iterations: 5
- Placed inst area: 8170 µm²
- DR WL/cell: 19.2 µm
- Setup violators final: 0
- Crit path DAT: 2.84 ns
- Top-count cell post-synth: dfrtp_1
- RSZ-0062 raised after global routing: false
- CTS Hold Bufs: 0
- Leading area contributor after synthesis: dfrtp_1
- Die height: 160 µm
- Flop area: 4210 µm²
- Crit path buf inv count: 2
- ANT cells: 0
- Status: complete, no violations
- Worst slew margin: 51.3%
- Num rows: 57
- Initial antenna violation count: 0
- Power Density: 937 nW/µm²
- Design area: 8810 µm²
- GR Overflow Total: 0
- Registers, synthesis: 168
- Worst path cell trace: buf_4 > mux2_2 > a32oi_1 > o31ai_1 > o32a_1 > clkdlybuf4s50_1
- Core Util at FP: 30.8%
- Ys async rst share: 100%
- WHS Path Cells: 0
- Slew Viols, Final: 0
- Peak supply drop: 515 µV
- Crit start category: flip-flop
- Num Clock Sinks: 168
- Vias: 4793
- EDFF count, synth: 0
- Worst Reg-to-Reg Cells: 6
- Die width: 160 µm
- Synth Seq Share: 55.8%
- Mapped cell area: 7530 µm²
- Routed Antenna Nets: 0
- Power, Total: 8250 µW
- Yosys chip area: 7530 µm²
- CP delay by family, top: buffers and inverters
- Post-synth top cells: dfrtp_1 (167), mux2_2 (136), nand2_1 (31), nor2_1 (18), mux2i_1 (17)
- Layout Area Growth over Synthesis: 17.0%
- Worst Path Required: 2.96 ns
- Slowest-stage cell, CP: dfrtp_1
- First-pass GRT wire length: 28.4 mm
- Syn Inst Count: 576
- Core area: 24500 µm²
- Hold Crit Class: reg2reg
- Die Area: 25700 µm²
- Gate Area: 3160 µm²
- # port buffers: 22
- Yosys Instances: 576
- Reg clk slew, reported paths: 0.06 ns
- Drt initial violations: 286
- Skew final: 0.0125 ns
- Vias in the first global route: 4826
- Synth cell types: 59
- Layout fillers: 2284
- Final core occ: 36.0%
- Gr usage total: 15.0%
- Worst Tran Pin Value: 0.731 ns
- TNS Setup: 0 ns
- Cell area leaders: dfrtp_1 (56%), mux2_2 (20%), mux2i_1 (2.3%)
-- routing by layer --
layer | global-route usage, % | share of wire, % | vias up
met5 | 0 | 0 | -
met4 | 2.60 | 1.6 | 0
met3 | 4.74 | 6.9 | 17
met2 | 22.2 | 47 | 138
met1 | 22.4 | 45 | 2474
li1 | - | - | 2164
-- metrics by stage --
stage / worst slack, ns / instances / hold slack [ns]
2_1_floorplan: 1.31 / 576 / 0.331
3_5_place_dp: 0.414 / 908 / 0.335
5_1_grt: 0.0240 / 944 / 0.169
6_report: 0.119 / 944 / 0.172
4_1_cts: 0.140 / 944 / 0.169
3_3_place_gp: 0.463 / 908 / 0.332
-- cells by family after synthesis --
kind of cell | share of synthesized area, %
simple gates | 7.39
buf+inv | 2.18
mux | 22.9
flops | 55.8
xor+xnor | 3.39
compound gates | 7.63
fa+ha+maj | 0.665
-- cell type report --
class	instances	share of cell area [%]
Sequential cell	168	47.7
Inverter	5	0.256
Timing Repair Buffer	41	4.27
Clock buffer	21	5.72
Tap cell	324	4.60
Multi-Input combinational cell	370	35.9
Clock inverter	15	1.51
-- state kept, by name, indices dropped and copies added (netlist names) --
name,flops
f.full_r,1
f.wr_addr_bin_r,4
f.wr_addr_grey,5
wr_addr_sync.dff_2.rd_data,5
e.empty_r,1
m.mem,128
rd_addr_sync.dff_2.rd_data,5
e.rd_addr_grey,5
rd_addr_sync.dff_1.rd_data,5
e.rd_addr_bin_r,4
wr_addr_sync.dff_1.rd_data,5
-- final timing paths --
path | slack (ns) | endpoint | startpoint
max | 0.12 | rd_data[0] | e.rd_addr_bin_r[2]$_DFF_PN0_
min | 0.17 | wr_addr_sync.dff_1.rd_data[3]$_DFF_PN0_ | e.rd_addr_grey[3]$_DFF_PN0_
max reg2reg | 1.29 | e.empty_r$_DFF_PN1_ | e.rd_addr_bin_r[0]$_DFF_PN0_
min reg2reg | 0.17 | wr_addr_sync.dff_1.rd_data[3]$_DFF_PN0_ | e.rd_addr_grey[3]$_DFF_PN0_
max in group clk1 | 0.92 | f.full_r$_DFF_PN0_ | wr_en
max in group asynchronous | 2.51 | m.mem[12][3]$_DFFE_PN0P_ | wr_rst
min in group clk0 | 0.35 | rd_addr_sync.dff_2.rd_data[4]$_DFF_PN0_ | rd_addr_sync.dff_1.rd_data[4]$_DFF_PN0_
min in group asynchronous | 0.37 | m.mem[3][7]$_DFFE_PN0P_ | wr_rst
-- timing repair --
action / CTS / global route
setup endpoints to repair: 0 / 1
setup buffers: 0 / 0
gates resized: 0 / 2
-- worst register-to-register path: cells and delay by family, from the launching register on --
family                   cells  cell delay, ns
AND-OR/OR-AND                1            0.32
XOR/XNOR                     1            0.21
adder cells (fa/ha/maj)      2            0.55
flip-flops                   1            0.73
AND/OR/NAND/NOR              2            0.51
-- report_power, final --
part	switching [µW]	leakage [µW]	internal [µW]
combinational	1480	0.00141	1660
clock	754	0.000304	1070
sequential	570	0.00206	2730
-- placed cells by master (no fill, tap or decap), types with 3 or more instances in the layout --
cell and n:
and3_1 9, dfrtp_1 167, ha_1 4, clkinv_4 4, xnor2_1 9, nor2_1 18, buf_4 18, mux2_2 136
a221oi_1 7, o21ai_0 13, a31oi_1 7, nor2b_1 14, clkinv_2 4, xor2_1 13, clkdlybuf4s50_1 21, a32oi_1 3
nand3b_1 3, a21oi_1 12, o32a_1 3, nor3_1 3, nand3_1 9, nand2_1 31, mux2i_1 17, clkinvlp_4 5
and2_1 3, o22ai_1 6, clkbuf_16 20, a22oi_1 10
No activity file was given, so power comes from the tool's default toggle rates.
